==> flow/config.mk <==
export PLATFORM = sky130hd
export DESIGN_NAME = nonblck
export DESIGN_NICKNAME = nonblck
export VERILOG_FILES = /design/flow/design.v
export SDC_FILE = /design/flow/constraint.sdc
export NUM_CORES = 4
export LEC_CHECK = 1
export CORE_AREA = 10 10 72 72
export DIE_AREA = 0 0 82 82
==> flow/constraint.sdc <==
current_design nonblck

set clk_period 1.0
set clk_io_pct 0.2

create_clock -name clk0 -period $clk_period [get_ports {ck}]

set non_clock_inputs [all_inputs -no_clocks]
set_input_delay [expr $clk_period * $clk_io_pct] -clock clk0 $non_clock_inputs
set_output_delay [expr $clk_period * $clk_io_pct] -clock clk0 [all_outputs]
==> flow/design.v <==
module nonblck (ck,data_in,data_out); 
	input ck; 
	input [7:0] data_in; 
	output [7:0] data_out;
	reg [7:0] data_out; 
	reg [7:0] stage_1; 
	reg [7:0] stage_2; 
	reg [7:0] stage_3; 
	always @ (posedge ck) begin 
		stage_1 <= data_in; 
		stage_2 <= stage_1; 
		stage_3 <= stage_2; 
		data_out <= stage_3; 
	end 
endmodule
==> flow/run.sh <==
#!/bin/bash
# OpenROAD 26Q1-2900-gdf79404cd8, Yosys 0.63+post, stock flow scripts
make -C /OpenROAD-flow-scripts/flow DESIGN_CONFIG=/design/flow/config.mk WORK_HOME=/design/flow/orfs finish
==> impl_metrics.env <==
# source this file to load flow results
export IMPL_edf_count=0
export IMPL_worstPathMaxFanout=1
export IMPL_yosysWarnings=1
export IMPL_ff2ff_path_depth=0
export IMPL_p_leak_nw=0.393
export IMPL_drive_above_1_share_pct=16.1
export IMPL_synthArstFlopShare_pct=0
export IMPL_htree_num_levels=2
export IMPL_setup_violations=0
export IMPL_endpoint_kind="output port"
export IMPL_r2r_end="stage_3[0]"
export IMPL_fin_crit_sh_pct=94.5
export IMPL_path_buffers=1
export IMPL_ios=17
export IMPL_status="completed"
export IMPL_crit_required_ns=0.80
export IMPL_yosysTopAreaCellShare_pct=100
export IMPL_fmax_ghz=1.06
export IMPL_place_congestion=0.633
export IMPL_power_density_nw_per_um2=2640
export IMPL_grt_pass1_vias=270
export IMPL_synthTopCellsByArea="dfxtp_1 100%"
export IMPL_cts_tree="built"
export IMPL_crit_slowest_cell="dfxtp_1"
export IMPL_max_slew_margin_pct=96.0
export IMPL_antenna_found_initial=0
export IMPL_port_buffers=16
export IMPL_logic_gates=0
export IMPL_ys_seq_share_pct=100
export IMPL_worst_pin_slew_ns=0.0606
export IMPL_path_clk_slew_ns=0.06
export IMPL_ys_chip_area_um2=641
export IMPL_cts_sinks=32
export IMPL_grt_max_degree=11
export IMPL_finalWirelength_um=767
export IMPL_clockBufferDepth=2
export IMPL_path_delay_family="flip-flops"
export IMPL_hold_start="stage_2[7]"
export IMPL_critPathCapture="data_out[4]"
export IMPL_cts_root_buf="clkbuf_8"
export IMPL_synth_area_per_cell_um2=20.0
export IMPL_avgRoutedWirePerCell_um=7.38
export IMPL_drv_slew=0
export IMPL_cap_violations=0
export IMPL_n_antenna_cell=0
export IMPL_top_area_cell="dfxtp_1"
export IMPL_cts_buffers_inserted=5
export IMPL_synth_flops=32
export IMPL_ff_type="dfxtp_1"
export IMPL_ir_drop_mv=0.988
export IMPL_postLayoutCellArea_um2=965
export IMPL_whs_ns=0.324
export IMPL_antenna_left=0
export IMPL_start_kind="flip-flop"
export IMPL_chipArea_um2=6720
export IMPL_preCtsSetupSlack_ns=0.0372
export IMPL_finalCriticalPeriod_ns=0.945
export IMPL_fp_row_count=22
export IMPL_log_warning_count=25
export IMPL_fp_util_pct=17.4
export IMPL_fp_dieH_um=82
export IMPL_postCtsSetupRepairBufs=0
export IMPL_critical_path_max_stage_delay_ns=0.31
export IMPL_final_setup_worst_slack_ns=0.0547
export IMPL_skew_ns=0.00200
export IMPL_ys_cells=32
export IMPL_clock_latency_late_pin_ns=0.27
export IMPL_netlist_instances=32
export IMPL_hold_violations=0
export IMPL_stdcell_count=104
export IMPL_core_area_um2=3690
export IMPL_avgViaCountPerCell=2.38
export IMPL_synthTopCellsByCount="32 x dfxtp_1"
export IMPL_syn_area_um2=641
export IMPL_dp_cells=96
export IMPL_grt_overflow_total=0
export IMPL_yosysUniqueCellTypes=1
export IMPL_critPathKind="reg -> out"
export IMPL_grt_pass1_wl_um=1170
export IMPL_final_comb_area_um2=0
export IMPL_grt_use_total_pct=2.34
export IMPL_worstPathArrival_ns=0.75
export IMPL_drtIter0Drc=9
export IMPL_r2r_start="stage_2[0]"
export IMPL_remaining_drc_errors=0
export IMPL_reg2reg_setup_slack_ns=0.61
export IMPL_synth_most_common_cell="dfxtp_1"
export IMPL_final_setup_tns_ns=0
export IMPL_nFillCells=383
export IMPL_die_width_um=82
export IMPL_dr_pass1_iters=2
export IMPL_worstSetupPathDepth=1
export IMPL_hold_class="reg -> reg"
export IMPL_path_cells="clkdlybuf4s15_1"
export IMPL_post_dp_cell_area_um2=861
export IMPL_via_count=248
export IMPL_rsz0062_at_grt="false"
export IMPL_area_growth_pct=50.6
export IMPL_critPathLaunch="data_out[4]"
==> state kept, by name, indices dropped and copies added, names as in the netlist <==
name      count
stage_2       8
stage_3       8
stage_1       8
data_out      8
==> worst min-delay path by stage <==
| stage | depth (start not counted) | end |
|---|---|---|
| after global routing | 0 | stage_3[5] |
| after CTS | 0 | stage_3[7] |
| final | 0 | stage_3[7] |
==> metal layers <==
| metal | global-route usage [%] | routed length [um] |
|---|---|---|
| met5 | 0 | 0 |
| met4 | 1.36 | 34 |
| met3 | 2.64 | 139 |
| met2 | 2.35 | 219 |
| met1 | 2.74 | 373 |
==> cell families after synthesis <==
logic type	synth area share [%]
flops	100
==> placed cells by master, fill, tap and decap left out, drive strengths merged <==
cell	n
dfxtp	32
clkdlybuf4s50	8
clkdlybuf4s15	7
clkbuf	7
bufinv	1
clkinv	1
==> through the flow <==
step	utilization [%]	power, mW
final	26.2	2.55
after detailed placement	23.3	1.45
after global placement	23.3	1.44
after floorplan	-	1.38
after global routing	26.2	2.65
after CTS	26.3	2.59
==> layout make-up <==
type | count | area [um^2] | share of cell area (%)
Sequential cell | 32 | 642 | 66.5
Clock inverter | 2 | 35.0 | 3.63
Clock buffer | 6 | 72.6 | 7.52
Timing Repair Buffer | 16 | 155 | 16.1
Tap cell | 48 | 60.1 | 6.23
==> repair_timing <==
action	CTS	global route
hold buffers	0	0
gates cloned	0	0
endpoints found under the setup margin	8	2
resized	16	2
==> report_power, final <==
| group | switching [mW] | internal (mW) | total, mW |
|---|---|---|---|
| clock network | 0.401 | 0.738 | 1.14 |
| logic | 0.00620 | 0.0447 | 0.0509 |
| registers | 0.0123 | 1.34 | 1.36 |
| total | 0.419 | 2.13 | 2.55 |
Power figures rest on the tool's default switching activity, not on a simulated workload.
